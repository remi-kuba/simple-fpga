[./config.mk]
export PLATFORM = sky130hd
export DESIGN_NAME = sev_seg
export DESIGN_NICKNAME = sev_seg
export VERILOG_FILES = /design/flow/design.v
export SDC_FILE = /design/flow/constraint.sdc
export NUM_CORES = 4
export LEC_CHECK = 1
export CORE_AREA = 10 10 108 108
export DIE_AREA = 0 0 118 118
[./constraint.sdc]
current_design sev_seg

set clk_period 3.8
set clk_io_pct 0.2

create_clock -name clk0 -period $clk_period [get_ports {CLK_100MHZ}]

set non_clock_inputs [all_inputs -no_clocks]
set_input_delay [expr $clk_period * $clk_io_pct] -clock clk0 $non_clock_inputs
set_output_delay [expr $clk_period * $clk_io_pct] -clock clk0 [all_outputs]
[./design.v]
`timescale 1ns / 1ps
module sev_seg(
    input CLK_100MHZ,
    input [15:0] SW,
    output [15:0] LED,
    output reg [3:0] D0_AN,
    output [7:0] D0_SEG,
    output reg [3:0] D1_AN,
    output [7:0] D1_SEG,
    output reg [2:0] RGB1
    );
    reg [20:0] cnt;
    reg [3:0] split0;
    reg [3:0] split1;
    always @(posedge CLK_100MHZ) begin
        cnt <= cnt + 1;
        if (cnt < 499999) begin
            split0 <= 4'hD;
            split1 <= SW[3:0];
            D0_AN <= 4'b0111;
            D1_AN <= 4'b0111;
        end else if (cnt < 999999) begin 
            split0 <= 4'h0;
            split1 <= SW[7:4];
            D0_AN <= 4'b1011;
            D1_AN <= 4'b1011;
        end else if (cnt < 1499999) begin 
            split0 <= 4'h0;
            split1 <= SW[11:8];
            D0_AN <= 4'b1101;
            D1_AN <= 4'b1101;
        end else if (cnt < 1999999) begin 
            split0 <= 4'hF;
            split1 <= SW[15:12];
            D0_AN <= 4'b1110;
            D1_AN <= 4'b1110;
        end else if (cnt == 1999999) begin
            cnt <= 0;
        end
    end
    bto7s top (.x_in(split0), .s_out(D0_SEG));
    bto7s bottom (.x_in(split1), .s_out(D1_SEG));
    assign LED = SW;
endmodule
module bto7s (
    input [3:0] x_in,
    output [7:0] s_out
);
    assign s_out[0] = (x_in[3] & x_in[2] & ~x_in[1] & x_in[0]) | 
                      (x_in[3] & ~x_in[2] & x_in[1] & x_in[0]) |
                      (~x_in[3] & x_in[2] & ~x_in[1] & ~x_in[0]) |
                      (~x_in[3] & ~x_in[2] & ~x_in[1] & x_in[0]);
   assign s_out[1] = (~x_in[3] & x_in[2] & ~x_in[1] & x_in[0]) | 
                     (~x_in[3] & x_in[2] & x_in[1] & ~x_in[0]) |
                     (x_in[3] & ~x_in[2] & x_in[1] & x_in[0]) |
                     (x_in[3] & x_in[2] & ~x_in[1] & ~x_in[0]) |
                     (x_in[3] & x_in[2] & x_in[1]);
   assign s_out[2] = (x_in == 8'h2 | x_in == 8'hC)? 1 : (x_in[3] & x_in[2] & x_in[1]);
   assign s_out[3] = (x_in == 8'h1 | x_in == 8'h4 | x_in == 8'h7 | x_in == 8'hA | x_in == 8'hF)? 1 : 0;
   assign s_out[4] = (x_in == 8'h1 | x_in == 8'h3 | x_in == 8'h4 | x_in == 8'h5 | x_in == 8'h7 | x_in == 8'h9)? 1 : 0;
   assign s_out[5] = (x_in == 8'h1 | x_in == 8'h2 | x_in == 8'h3 | x_in == 8'h7 | x_in == 8'hD)? 1 : 0;
   assign s_out[6] = (x_in == 8'h0 | x_in == 8'h1 | x_in == 8'h7 | x_in == 8'hC)? 1 : 0;
   assign s_out[7] = 1;
endmodule
[./run.sh]
#!/bin/bash
# OpenROAD 26Q1-2900-gdf79404cd8, Yosys 0.63+post, stock flow scripts
make -C /OpenROAD-flow-scripts/flow DESIGN_CONFIG=/design/flow/config.mk WORK_HOME=/design/flow/orfs finish
==> run summary <==
Die Height: 118 µm
Aoi share: 14.5%
Power density over cell area: 243 nW/µm²
Number of global-route vias before repair: 1554
Logic area: 1090 µm²
Die area: 13900 µm²
# port buffers: 54
Post-Synthesis Cells: 240
Hold path cells: 1
CTS tree: built
Slew @ Worst Pin: 0.789 ns
Post-synth mux share: 2.24%
Xor/xnor share: 8.70%
Simple Share, Synth: 23.9%
Top_reg_cell synth: dfxtp_1
Slew Limit Fails: 0
R2R Path Start: cnt[2]$_DFF_P_
WP data required: 3.04 ns
Via density: 4.17
Setup violations, final: 0
Routability cong.: 0.853
Async SR Flop Fraction: 0%
Fin crit share: 73.1%
HP Class: reg -> reg
Max-cap violation count: 0
Synth flops: 31
Dominant comb cell: simple AND/OR/NAND/NOR gates
Post-DRT Antenna Nets: 0
Slowest CP cell: edfxtp_1
Wirelength per Cell: 11.8 µm
Pre-antenna DRT Iters: 4
Number of fill cells: 990
Synth Area in Adders: 3.73%
Peak supply drop: 0.105 mV
Flip-flops with a built-in enable: 4
Root Buffer: clkbuf_8
Chip width: 118 µm
CTS Sinks: 31
Startpoint Class: flip-flop
Synth cell types: 49
Yosys warning total: 4
Grt ovf: 0
Unrepaired setup endpoints after global routing: no
Number of diodes: 0
Core Footprint: 9280 µm²
Ratio of cells with drive above 1 in the final layout: 7.09%
Antenna violations before repair: 0
Max-slew headroom: 46.9%
CTS clk-pin slew, worst paths: 0.07 ns
Cts repair resizes: 0
Post-CTS Setup Inserts: 0
# hold bufs at CTS: 0
Tot Pwr: 626 µW
Half-perimeter wire length after placement: 3.72 mm
Worst-path cell chain: inv_1, or3_1, o21ai_0, a22o_1, clkdlybuf4s50_1
Reg2Reg Setup Slack: 1.68 ns
First-pass GRT wire length: 7.83 mm
Most used logic cell in the final layout: clkdlybuf4s50_1
Worst Reg-to-Reg Cells: 5
Syn Std Cell Area: 2010 µm²
Critical Path AT: 2.02 ns
Final setup TNS: 0 ns
# rows: 35
Yosys cell count: 240
Initial Util: 21.7%
Register area: 661 µm²
Leakage power: 0.000899 µW
Achievable Freq: 0.360 GHz
Hold Fails Final Rpt: 0
Min cycle time layout: 2.78 ns
Hold EP: cnt[0]$_DFF_P_
CTS Buffer Depth: 2
Via count: 1654
CTS H-tree depth: 2
Synth Seq Share: 32.8%
Clk_skew: 0.00784 ns
CTS Buf Count: 5
Max incr delay on CP: 0.57 ns
Avg Cell Area, Syn: 8.39 µm²
Top cells excl fill/tap: clkdlybuf4s50_1 (54), dfxtp_1 (27), nor2_1 (26)
CP max FO: 13
Crit Path Category: reg -> out
I/O pins: 60
Status: completed
Reg-to-reg endpoint: D0_AN[2]$_SDFFE_PP1P_
Worst setup EP type: primary output
Yosys chip area: 2010 µm²
Drt drc: 0
Routed wire length: 4.69 mm
OpenROAD warnings: 29
Gr usage total: 6.53%
Area grow syn2layout: 27.8%
DRT iter0 DRCs: 135
Hold Startpoint: cnt[0]$_DFF_P_
Clk ins delay skew pair: 0.27 ns
Largest net degree at the start of global routing: 14
[state kept, by name (all words and copies together), names as in the netlist]
name    count
D0_AN       3
split1      4
cnt        21
D1_AN       1
split0      2
[cells by family after synthesis]
kind of cell	after synthesis
buffers and inverters	46
AND-OR/OR-AND	41
adder cells (fa/ha/maj)	6
flip-flops	31
multiplexers	4
other	2
XOR/XNOR	20
AND/OR/NAND/NOR	90
[synth_stat cells (7+ instances only)]
| library cell | n | area (µm²) |
|---|---|---|
| buf_4 | 26 | 195 |
| dfxtp_1 | 27 | 541 |
| inv_1 | 9 | 33.8 |
| nand2_1 | 21 | 78.8 |
| nand3_1 | 12 | 60.1 |
| nand4_1 | 7 | 43.8 |
| nor2_1 | 26 | 97.6 |
| nor3_1 | 7 | 35.0 |
| o21ai_0 | 12 | 60.1 |
| xnor2_1 | 13 | 114 |
| xor2_1 | 7 | 61.3 |
[cell type report]
type	count	share of cell area [%]
well taps	129	6.27
inverters	10	1.46
clock buffers	6	3.21
flip-flops and latches	31	25.7
multi-input cells	166	42.2
clock inverters	1	0.194
repair buffers	54	21.0
[layer usage]
metal  track usage [%]  part of all wire (%)
met3              1.70                   4.6
met1              9.39                    49
met4             0.850                     0
met2              9.83                    46
met5                 0                     0
[critical path: cells and delay by family, from the launching register on]
kind | cells | cell delay, ns
compound gates | 2 | 0.23
buf+inv | 2 | 0.59
flops | 1 | 0.57
simple gates | 1 | 0.35
[report_power, final]
group / internal (µW) / switching (µW)
logic: 30.9 / 8.34
clock network: 142 / 113
registers: 332 / 0
total: 504 / 122
[how the worst max path moves through the flow]
stage / start / endpoint / slack (ns)
global route: split1[3]$_DFFE_PP_ / D1_SEG[0] / 0.89
finish: split1[3]$_DFFE_PP_ / D1_SEG[0] / 1.02
CTS: split1[3]$_DFFE_PP_ / D1_SEG[0] / 1.0
[stage by stage]
step                instances  area, µm²  hold WS, ns  setup WS [ns]  util [%]
global placement          390       2490        0.380           1.27      26.8
global route              397       2570        0.425          0.893      27.7
detailed placement        390       2490        0.386           1.26      26.8
finish                    397       2570        0.396           1.02      27.7
CTS                       397       2570        0.401           1.00      27.7
floorplan                 243       2020        0.370           1.89         -
Power is estimated from default activity; no workload was simulated.
